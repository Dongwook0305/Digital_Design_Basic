## /design/flow/run.sh

```bash
#!/bin/bash
# OpenROAD 26Q1-2900-gdf79404cd8, Yosys 0.63+post, stock flow scripts
make -C /OpenROAD-flow-scripts/flow DESIGN_CONFIG=/design/flow/config.mk WORK_HOME=/design/flow/orfs finish
```

## /design/flow/config.mk

```make
export PLATFORM = sky130hd
export DESIGN_NAME = adder
export DESIGN_NICKNAME = adder
export VERILOG_FILES = /design/flow/design.v
export SDC_FILE = /design/flow/constraint.sdc
export NUM_CORES = 4
export LEC_CHECK = 1
export CORE_UTILIZATION = 50
```

## /design/flow/constraint.sdc

```tcl
current_design adder

set clk_period 1.0
set clk_io_pct 0.2

create_clock -name clk0 -period $clk_period [get_ports {clk}]

set non_clock_inputs [all_inputs -no_clocks]
set_input_delay [expr $clk_period * $clk_io_pct] -clock clk0 $non_clock_inputs
set_output_delay [expr $clk_period * $clk_io_pct] -clock clk0 [all_outputs]
```

## /design/flow/design.v

```verilog
`timescale 1ns / 1ps
module adder (
	clk,    
	rst_n,
	in1,
	in2,
	in3,
	in4,
	out
);
    input clk		;
    input rst_n		;
    input [15:0] in1	;
    input [15:0] in2	;
    input [15:0] in3	;
    input [15:0] in4	;
    output reg [16:0] out;
    always @(posedge clk, negedge rst_n) begin
        if (~rst_n)
            out <= 17'b0;
        else
            out <= in1 + in2 + in3 + in4;
    end
endmodule
```

==> run_results.csv <==
group,metric,value,unit
cts,ctsHoldBuffers,0,
floorplan,num_rows,23,
placement,postPlaceCellArea,3490,um^2
synth,synth-edff-count,0,
sta,worst_endpoint,"out[13]$_DFF_PN0_/D",
cts,clockRootBuffer,"clkbuf_8",
synth,yosysTopAreaCell,"fa_1",
placement,gp_congestion,0.868,
floorplan,die_w,67.4,um
floorplan,die.size.y,67.4,um
synth,yosysMostFrequentCell,"inv_1",
synth,syn_area,2140,um^2
sta,worstEpCategory,"sequential cell input",
cts,cts_buffers,3,
synth,synth_cell_types,33,
placement,numPortBuffers,82,
synth,async_flop_share,1.00,
floorplan,io_pins,83,
cts,cts_sinks,17,
floorplan,fp_util,0.528,
synth,synth_warnings,1,
cts,cts_max_path_buffers,2,
placement,hpwl,4500,um
synth,common_cells,"inv_1 (86), fa_1 (32), dfrtp_1 (17), ha_1 (16), a21oi_1 (11)",
synth,yosysCellCount,235,
cts,htree_levels,1,
synth,synth-seq-cells,17,
synth,syn_inst,235,
synth,flop_cell,"dfrtp_1",
synth,ys_seq_frac,0.199,
synth,top_area_frac,0.299,
run_status,stop_error,"[ERROR DPL-0036] Detailed placement failed.",
run_status,status,"stopped before the end",
placement,place_ws,-2310,ps
synth,top_cells_by_area,"fa_1 (30%), dfrtp_1 (20%), inv_1 (15%)",
global_route,grt_max_degree,18,
synth,avgSynthCellArea,9.11,um^2
synth,ys_area,2140,um^2
run_status,haltStage,"global routing (5_1_grt)",
placement,placed_cells,408,
what timing repair did:
action | CTS
endpoints found under the setup margin | 34
setup buffers | 10
pin swaps | 81
resized | 228
kinds of logic after synthesis:
logic type	share of synthesized area
AOI/OAI and AO/OA	0.116
buffers and inverters	0.154
muxes	0.00468
DFF	0.199
adders and majority gates	0.393
xor gates and xnor gates	0.0532
and+or+nand+nor	0.0807
